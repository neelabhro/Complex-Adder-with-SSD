==> flow/design.v <==
`timescale 1ns / 1ps
module SSD(
	input [3:0] ones,
	output [7:0] cathode
	);
	reg [6:0] sseg_temp;
	always@ (*)
	begin
		case(ones)
			4'd0 : sseg_temp = 7'b0000001;
			4'd1 : sseg_temp = 7'b1001111;
			4'd2 : sseg_temp = 7'b0010010;
			4'd3 : sseg_temp = 7'b0000110;
			4'd4 : sseg_temp = 7'b1001100;
			4'd5 : sseg_temp = 7'b0100100;
			4'd6 : sseg_temp = 7'b0100000;
			4'd7 : sseg_temp = 7'b0001111;
			4'd8 : sseg_temp = 7'b0000000;
			4'd9 : sseg_temp = 7'b0000100;
			default : sseg_temp = 7'b1111110;
		endcase;
	end
	assign cathode = {sseg_temp, 1'b1};
endmodule
`timescale 1ns / 1ps
module adder1(
    input [5:0] I,
    input [5:0] Q,
    output reg [7:0] sum
    );
    wire [4:0] I1 = I[4:0];
    wire [4:0] Q1 = Q[4:0];
    always @ (*)
    begin
        if( I[5] == Q[5])
        begin
            sum = I1 + Q1;
        end
        else
        begin
            if( I1 < Q1)
            begin    
                sum = Q1 - I1;
            end
            else
            begin
                sum = I1 - Q1;
            end
         end           
    end
endmodule
`timescale 1ns / 1ps
module ssd_bin2bcd(
    input [7:0] num,
    output reg [3:0] hundreds,
    output reg [3:0] tens,
    output reg [3:0] ones
    );
    reg [19:0] bit_temp;
    integer j;
    always @(num)
    begin
        bit_temp[19:8] = 0;
        bit_temp[7:0] = num;
        for(j=0; j<8; j = j +1) 
        begin
            if (bit_temp[11:8] > 5)
                bit_temp[11:8] = bit_temp[11:8] + 3;
            if (bit_temp[15:12] > 5)
                bit_temp[15:12] = bit_temp[15:12] + 3;
            if (bit_temp[19:16] > 5)
                bit_temp[19:16] = bit_temp[19:16] + 3;
            bit_temp = bit_temp <<1;
        end
        hundreds = bit_temp[19:16];
            tens = bit_temp[15:12];
            ones = bit_temp[11:8] ;
        end
endmodule
`timescale 1ns / 1ps
module ssd_freq_div(
    input clock_in,
    output reg clock_out
    );
    parameter width = 32;
    reg [width-1:0] count;
    initial
    begin
        count = 0;
        clock_out = 0;
    end
    always @ (posedge clock_in)
    begin
        if(count == 50000000)
        begin
            count <= 0;
            clock_out=~clock_out;
        end
        else
        count <= count + 1;
    end
endmodule
`timescale 1ns / 1ps
module top_ssd_lab4(
    input clock_in,
    input clr,
    input [5:0] I,
    input [5:0] Q,    
    output reg [7:0] cathode,
    output reg [3:0] anode
    );
    initial 
    begin
        anode=4'b1110;
    end
    wire [7:0] sum;
    wire [3:0] hundreds,tens,ones;
    wire [7:0] cathode1;
    wire [7:0] cathode2;
    wire [7:0] cathode3;
    ssd_freq_div f1 (clock_in,clock_out_f);
    adder1        a1 (I,Q,sum);
    ssd_bin2bcd  b1 (sum,hundreds,tens,ones);
    SSD          s1 (hundreds,cathode3);
    SSD          s2 (tens,cathode2);
    SSD          s3 (ones,cathode1);        
    always @(posedge clock_out_f)
    begin
        if (anode == 4'b1110)
            begin
                anode = 4'b1101;
                cathode = cathode2;
            end
        else if (anode == 4'b1101)
            begin
                anode = 4'b1011;
                cathode = cathode3;
            end
        else
            begin
                anode=4'b1110;
                cathode = cathode1;
            end
     end
endmodule
==> flow/run.sh <==
#!/bin/bash
# OpenROAD 26Q1-2900-gdf79404cd8, Yosys 0.63+post, stock flow scripts
make -C /OpenROAD-flow-scripts/flow DESIGN_CONFIG=/design/flow/config.mk WORK_HOME=/design/flow/orfs finish
==> flow/config.mk <==
export PLATFORM = sky130hd
export DESIGN_NAME = top_ssd_lab4
export DESIGN_NICKNAME = top_ssd_lab4
export VERILOG_FILES = /design/flow/design.v
export SDC_FILE = /design/flow/constraint.sdc
export NUM_CORES = 4
export LEC_CHECK = 1
export CORE_UTILIZATION = 40
==> flow/constraint.sdc <==
current_design top_ssd_lab4

set clk_period 4.3
set clk_io_pct 0.2

create_clock -name clk0 -period $clk_period [get_ports {clock_in}]

set non_clock_inputs [all_inputs -no_clocks]
set_input_delay [expr $clk_period * $clk_io_pct] -clock clk0 $non_clock_inputs
set_output_delay [expr $clk_period * $clk_io_pct] -clock clk0 [all_outputs]
==> Table 3: Implementation characteristics <==
Table: implementation figures

Parameter                              Value

Yosys
  Sequential share of the synthesized area    0.259
  Async S/R FF share, synth    0
  Largest type area fraction    0.250
  Count of flip-flops with a built-in enable after synthesis    1
  Fraction of synthesized cell area in xor and xnor cells    0.103
  Synthesis-stage register bit count    ~43
  Synth top area cells    sky130_fd_sc_hd__dfxtp_1 (25%), sky130_fd_sc_hd__ha_1 (13%), sky130_fd_sc_hd__nor2_1 (4.7%)
  Post-synthesis cell area    around 0.0034 mm2
  Cells after Synth    between 300 and 400
  Logic family by area    simple AND/OR/NAND/NOR gates
  Mux contribution to synthesized area    0.0439
  Simple-gate share of the synthesized area    0.220
  Leading register cell type out of synthesis    sky130_fd_sc_hd__dfxtp_1
  Complex Gates by Area    0.176
  Yosys Instances    between 300 and 400
  Average size of a mapped cell    8.43 um2
  Post-synth area from yosys stat    ~0.0034 mm2
  Cell type contributing the most total cell area after synthesis    sky130_fd_sc_hd__dfxtp_1
  Distinct lib cells    69
  Synthesis warning total    6
  FA/HA/MAJ Cells, Area Fraction    0.144

Clock tree
  TritonCTS clock tree    done
  Post-CTS Hold Buffers    0
  Total clock buffers created by CTS    5
  Clock tree buffer depth    2
  CTS root buffer    sky130_fd_sc_hd__clkbuf_8
  Depth of the CTS H-tree    2
  Setup Buffers After CTS    0
  Clock latency at the later pin of the worst-skew pair    between 0.2 and 0.3 ns
  Count of cells resized by post-cts repair    0
  Clock Pin Slew Worst Setup and Hold Paths    0.07 ns

Critical path
  R2r startpoint    f1.count[0]
  Cell repeated most along the worst path    sky130_fd_sc_hd__nor2_1
  Critical Path RT    between 4 and 5 ns
  Worst stage delay on the critical path    approximately 0.4 ns
  Cell type of the slowest stage on the worst timing path    sky130_fd_sc_hd__dfxtp_1
  Kind of capture point of the worst setup path    flip-flop
  Worst path arrival time    between 2 and 2.5 ns
  Start point of the critical path    f1.count[0]
  Highest net fanout along the worst path    5
  Category of the most critical setup path    flip-flop to flip-flop
  Startpoint type of the worst setup path    flip-flop
  Crit-path cells    ha_1 -> nand3_1 -> nor2_1 -> and2_1 -> nand4_1 -> nor2_1 -> nand2_1 -> nor2_1 -> nand3_1 -> xnor2_1

Timing
  Aggregate negative setup slack    0 ns
  Unrepaired setup endpoints after global routing    no
  Setup Skew    between 0.006 and 0.007 ns
  Relative slew margins    0.435
  Number of setup violations in the final report    0
  Number of register pins that no clock reaches    10
  Worst Max-Slew Pin Slew    around 0.84 ns
  Maximum achievable frequency    ~0.44 GHz
  Final Hold Viols    0
  Count of endpoints without a timing constraint    20
  Post-route clock period utilization    0.529
  Final Max Tran Viols    0
  Clock period minus worst slack    2.28 ns

Routing
  Count of routing violations after the opening detailed-route iteration    between 80 and 90
  Total routed wirelength    6.07 mm
  Detailed-route DRC error count    0
  Met1 Wirelength    roughly 3.3 mm
  Routed via count    approximately 2,700
  Drt pass-1 iters    4
  Final antenna diode count    0
  Met2 wire len    2.57 mm
  Vias per std cell    just over 5
  Post-route ant nets    0
  Amount of wire on met3 after detailed routing    150 um
  Top routing layer used    met4
  Routed len/inst    11.5 um

Power
  Peak VDD IR    about 120 uV
  Pwr/cell area    385 mW/mm2
  Lkg Pwr    around 1.6 nW

Global routing
  Global-route wire length before repair    11.0 mm
  Antenna violations before repair    0
  Remaining global-route overflow    0
  Global routing usage summed across all routing layers    0.152
  Pin count of the biggest net entering global routing    17
  Via count of the first global-routing pass    roughly 2,400

Placed design
  Final weighted congestion in routability-driven placement    about 0.83
  Number of buffer cells added on primary ports    22
  Sum of net half-perimeters after detailed placement    around 4.7 mm
  Post-placement cell area    between 0.003 and 0.004 mm2

Floorplanning
  I/O pin cnt    26
  Die ar.    just under 0.009 mm2
  Core area    slightly above 0.008 mm2
  Number of standard-cell rows in the floorplan    33
  Height of the chip    about 94 um
  Floorplan Utilization    0.411
  X dimension of the die    ~94 um

Run status
  Outcome    completed

Layout
  Post-route cell area    between 0.003 and 0.004 mm2
  Area grow syn2layout    12.4%
  Fill count    about 770
  Share of layout cells above drive strength 1    0.0784

Hold path
  Hold Path Class    flip-flop to flip-flop
  Launch instance of the worst min-delay path    f1.count[31]

Job
  Number of warnings in the stage logs    49
  Max-cap violations    0
-- through the flow --
step / hold slack, ns / instances / power, mW / setup slack (ns) / util
after floorplan: 0.432 / 400 / 1.04 / 2.36 / -
after detailed placement: 0.457 / 518 / 1.21 / 2.04 / 0.450
after global routing: 0.496 / 526 / 1.62 / 1.79 / 0.462
final: 0.472 / 526 / 1.46 / 2.02 / 0.462
after global placement: 0.447 / 518 / 1.20 / 2.08 / 0.450
after CTS: 0.475 / 526 / 1.47 / 2.00 / 0.462
-- worst max-delay path, delay by kind of cell (launching register included) --
kind          cells  cell delay [ns]
fa+ha+maj         1             0.21
flops             1             0.40
xor+xnor          1             0.13
simple gates      8             1.43
-- path summary, 6_finish.rpt --
kind,end,slack (ns),depth (start not counted)
setup / recovery,f1.count[28],2.02,10
hold reg to reg,f1.count[31],0.47,1
setup reg to reg,f1.count[28],2.02,10
hold / removal,f1.count[31],0.47,1
-- metal layers --
| layer | global-route usage | up-vias |
|---|---|---|
| li1 | - | 1438 |
| met1 | 0.247 | 1237 |
| met2 | 0.233 | 40 |
| met3 | 0.0115 | 7 |
| met4 | 0.0115 | 0 |
| met5 | 0 | - |
-- area by class of cell --
type                    instances  area, um2  area share
well taps                     105        131      0.0348
clock inverters                 1       5.00     0.00132
multi-input cells             312       2310       0.613
flip-flops and latches         43        871       0.231
inverters                      35        131      0.0348
clock buffers                   7       96.3      0.0255
repair buffers                 23        228      0.0603
-- where the power goes --
group | switching (mW) | internal [mW] | total [mW] | leakage [nW]
combinational | 0.520 | 0.371 | 0.891 | 1.19
sequential | 0 | 0.311 | 0.311 | 0.351
clock | 0.109 | 0.145 | 0.254 | 0.0542
-- cell usage after synthesis, drive strengths merged (4+ instances only) --
cell type and n:
a211oi 6, a21oi 17, a31oi 4, and2 4, and3 7, and4 8
buf 5, clkbuf 5, dfxtp 42, ha 34, inv 35, mux2 6
mux2i 8, nand2 26, nand2b 4, nand3 20, nand3b 4, nand4 6
nor2 42, nor3 4, o211ai 7, o21ai 14, xnor2 18, xor2 18
-- cells in the final DEF, fill, tap and decap left out, drive strengths merged, types with 8 or more instances in the layout --
cell type      count
a21oi             17
and4               8
clkdlybuf4s50     22
dfxtp             42
ha                34
inv               35
mux2i              8
nand2             26
nand3             20
nor2              42
o21ai             14
xnor2             18
xor2              18
-- state kept, by name (all words and copies together) (netlist names) --
register,flops
f1.count,32
anode,3
f1.clock_out,1
cathode,7
-- kinds of logic after synthesis --
logic type | after synthesis
buf+inv | 45
compound gates | 80
simple gates | 143
xor+xnor | 36
other cells | 1
flops | 43
mux | 14
fa+ha+maj | 37
Power and IR drop assume default switching activity.
