File: flow/design.v
`timescale 1ns / 1ps
module ssd_count(
    input clock_in,
    output [7:0] count
    );
    reg [7:0] count;
    always@(posedge clock_in)
    begin
        count  = count + 1;
    end
endmodule
File: flow/run.sh
#!/bin/bash
# OpenROAD 26Q1-2900-gdf79404cd8, Yosys 0.63+post, stock flow scripts
make -C /OpenROAD-flow-scripts/flow DESIGN_CONFIG=/design/flow/config.mk WORK_HOME=/design/flow/orfs finish
File: flow/config.mk
export PLATFORM = sky130hd
export DESIGN_NAME = ssd_count
export DESIGN_NICKNAME = ssd_count
export VERILOG_FILES = /design/flow/design.v
export SDC_FILE = /design/flow/constraint.sdc
export NUM_CORES = 4
export LEC_CHECK = 1
export CORE_AREA = 10 10 70 70
export DIE_AREA = 0 0 80 80
File: flow/constraint.sdc
current_design ssd_count

set clk_period 1.3
set clk_io_pct 0.2

create_clock -name clk0 -period $clk_period [get_ports {clock_in}]

set non_clock_inputs [all_inputs -no_clocks]
set_input_delay [expr $clk_period * $clk_io_pct] -clock clk0 $non_clock_inputs
set_output_delay [expr $clk_period * $clk_io_pct] -clock clk0 [all_outputs]
==> results.py <==
# Generated from Yosys and OpenROAD reports
metrics = {
    "cells_and_area": {
        "area_delta_synth_final_pct": 80.5,
        "comb_area_um2": 113,
        "seqCellArea_um2": 173,
        "final_cell_mix": "8 x dlygate4sd2_1, 8 x buf_4, 7 x dfxtp_2",
        "drive_gt1_share_pct": 48.8,
        "fin_util_pct": 14.6,
        "fillers": 402,
        "largest_reg_flops": 8,
    },
    "routing": {
        "antenna_left": 0,
        "vias_per_cell": 2.58,
        "dr.pass1.iters": 2,
        "n_antenna_cell": 0,
        "wl_per_cell_um": 7.61,
        "vias": 230,
        "initialDrtViolationCount": 2,
        "drc_errors": 0,
        "wl_um": 677,
    },
    "logic_synthesis": {
        "topCombFamilyByArea": "XOR/XNOR gates",
        "synth_warnings": 1,
        "synth_area_um2": 277,
        "ys_area_um2": 277,
        "postSynthSeqShare_pct": 57.9,
        "largest_area_cell": "dfxtp_1",
        "xor_area_share_pct": 19.0,
        "yosysCellCount": 24,
        "ys_types": 11,
        "top_area_share_pct": 57.9,
        "synthCells": 24,
        "ys_top_cells_by_area": "dfxtp_1 58%, xnor2_1 9.5%, xor2_1 9.5%, ha_1 4.5%, nand3_1 3.6%",
        "synthMuxAreaShare_pct": 0,
        "adder_share_pct": 4.52,
        "yosys.area_share.simple_pct": 17.2,
        "syn_area_per_cell_um2": 11.5,
        "ys_ff": 8,
        "aoi_share_pct": 0,
    },
    "floorplan": {
        "rows": 21,
        "io_pins": 9,
        "fp_util_pct": 8.10,
        "core-area_um2": 3420,
        "dieArea_um2": 6400,
        "die_h_um": 80,
        "die_w_um": 80,
    },
    "placed_design": {
        "hpwl_um": 482,
        "gp_congestion": 0.779,
        "port_buffers": 8,
    },
    "critical_path": {
        "cp_slowest_stage_delay_ns": 0.33,
        "critPathBufInv": 1,
        "crit_slowest_cell": "dfxtp_4",
        "reg2reg_from": "count[0]$_DFF_P_",
        "critPathCaptureType": "primary output",
        "critical_path.startpoint": "count[2]$_DFF_P_",
        "path_delay_family": "flip-flops",
        "crit_required_ns": 1.04,
        "worstPathMaxFanout": 2,
        "cp-start-kind": "flip-flop",
        "arrival_ns": 0.82,
        "path_cells": "dlygate4sd2_1",
        "worst-setup-path-type": "reg2out",
    },
    "power": {
        "comb_power_share_pct": 0,
        "clkPwrFrac_pct": 43.9,
        "p_total_w": 0.000433,
        "swShare_pct": 19.5,
        "internal_power_w": 0.000349,
        "p_seq_share_pct": 56.1,
        "p_per_area_nw_per_um2": 868,
        "p_leak_nw": 0.243,
        "power_switching_w": 0.0000844,
        "ir_drop_mv": 0.453,
    },
    "clocking": {
        "cts_tree": "done",
        "clock_path_buffers": 2,
        "htree_levels": 1,
        "holdBufCountCts": 0,
        "cts_buffers": 3,
        "clk_pin_slew_ns": 0.05,
        "root_buffer": "clkbuf_4",
        "clkLatencyLatePin_ns": 0.26,
        "cts.sinks": 8,
    },
    "final_timing": {
        "setup_tns_ns": 0,
        "fin_crit_sh_pct": 83.0,
        "slew_viol_final": 0,
        "rsz0062_at_grt": "no",
        "setup_violations": 0,
        "fin_skew_ns": 0.00286,
        "period_needed_ns": 1.08,
        "final_hold_viol_count": 0,
        "clock.fmax_ghz": 0.927,
        "tightest_slew_ns": 0.149,
        "slew-limit-headroom_pct": 90.0,
    },
    "worst_hold_path": {
        "hold_path_class": "reg2reg",
        "min_from": "count[0]$_DFF_P_",
    },
    "global_routing": {
        "gr-usage-all-layers_pct": 2.30,
        "grt_max_degree": 5,
        "antenna_found_initial": 0,
        "grt_first_pass_wirelength_um": 1120,
        "grt_overflow_total": 0,
        "grt_pass1_vias": 263,
    },
    "status": {
        "status": "completed",
    },
    "run": {
        "tool_warnings": 25,
        "drv_cap": 0,
    },
}
[synthesized netlist by cell type]
cell and number:
and3_1 1, dfxtp_1 8, ha_1 1, inv_1 1, nand2_1 2, nand3_1 2
nand3_2 1, nor2_1 1, nor3_2 1, xnor2_1 3, xor2_1 3
[power by group through the flow]
stage	clock [W]	combinational, W	sequential (W)
6_report	0.000190	0.000000000160	0.000243
5_1_grt	0.000219	0.000000000160	0.000243
4_1_cts	0.000199	0.000000000160	0.000243
[worst min-delay path: stages (launching register included)]
cell and delay [ns]:
dfxtp_2 0.32, buf_4 0.11, inv_1 0.04
[final cells by class]
| type | count | share of cell area (%) |
|---|---|---|
| Multi-Input combinational cell | 15 | 22.6 |
| Timing Repair Buffer | 16 | 26.1 |
| Clock buffer | 3 | 4.51 |
| Tap cell | 46 | 11.5 |
| Sequential cell | 8 | 34.6 |
| Inverter | 1 | 0.752 |
[cell families after synthesis]
kind of cell,count (synthesis)
and+or+nand+nor,8
DFF,8
xor gates and xnor gates,6
buffers and inverters,1
adders and majority gates,1
[final timing paths]
| kind | endpoint | slack [ns] | cells past startpoint |
|---|---|---|---|
| max | count[2] | 0.22 | 1 |
| min | count[0]$_DFF_P_ | 0.51 | 2 |
| max reg2reg | count[6]$_DFF_P_ | 0.30 | 4 |
| min reg2reg | count[0]$_DFF_P_ | 0.51 | 2 |
[through the flow]
step,cells,setup WS (ns),hold WS [ns],instance area (um2)
after CTS,89,0.202,0.506,499
final,89,0.221,0.509,499
after global placement,80,0.149,0.468,429
after floorplan,24,0.419,0.382,277
after global routing,89,0.179,0.521,499
after detailed placement,80,0.135,0.469,429
[layer usage]
layer | track usage, % | routed length [um]
met1 | 2.97 | 348
met2 | 2.41 | 196
met3 | 2.73 | 132
met4 | 0.176 | 0
met5 | 0 | 0
[repair_timing]
item / CTS / global route
resized: 17 / 0
setup buffers: 6 / 0
endpoints found under the hold margin: 0 / 0
setup endpoints to repair: 8 / 0
Power and IR drop assume default switching activity.
